===== flow/config.mk =====
export PLATFORM = sky130hd
export DESIGN_NAME = Controller
export DESIGN_NICKNAME = Controller
export VERILOG_FILES = /design/flow/design.v
export SDC_FILE = /design/flow/constraint.sdc
export NUM_CORES = 4
export LEC_CHECK = 1
export CORE_AREA = 10 10 70 70
export DIE_AREA = 0 0 80 80

===== flow/constraint.sdc =====
current_design Controller

set clk_period 2.4
set clk_io_pct 0.2

create_clock -name clk0 -period $clk_period

set non_clock_inputs [all_inputs -no_clocks]
set_input_delay [expr $clk_period * $clk_io_pct] -clock clk0 $non_clock_inputs
set_output_delay [expr $clk_period * $clk_io_pct] -clock clk0 [all_outputs]

===== flow/design.v =====
module ALUDecoder(input logic [1:0] ALUOp,
input logic opb5,funct7b5,input logic [2:0] funct3,
output logic [2:0] ALUControl);
 logic RtypeSub;
 assign RtypeSub = funct7b5 & opb5;  
 always_comb
	 case(ALUOp)
		 2'b00: ALUControl = 3'b000;  
		 2'b01: ALUControl = 3'b001;  
		 default: case(funct3)  
				 3'b000: if (RtypeSub)
				 ALUControl = 3'b001;  
				 else ALUControl = 3'b000;  
				 3'b011: ALUControl = 3'b101;  
				 3'b110: ALUControl = 3'b011;  
				 3'b111: ALUControl = 3'b010;  
				 default: ALUControl = 3'bxxx;  
				 endcase
	 endcase
endmodule
module Controller(
input logic [31:0] Instr,
output logic [2:0] ALUControl, 
output logic ResultSrc,RegWrite,ImmSrc,Branch,ALUSrc);
	logic [1:0] ALUOp;
	MainDecoder MD(Instr[6:0],RegWrite,ImmSrc,ResultSrc,Branch,ALUSrc,ALUOp);
	ALUDecoder AD(ALUOp,Instr[5],Instr[30],Instr[14:12],ALUControl);
endmodule
module MainDecoder(input logic [6:0] op,
output logic RegWrite,ImmSrc,ResultSrc,Branch,ALUSrc,
output logic [1:0] ALUOp);
	logic [6:0] control;
	assign {RegWrite,ImmSrc,ResultSrc,ALUSrc,ALUOp,Branch} = control;  
	always_comb begin
		case(op)
		7'b0000011: control = 7'b1_0_1_1_00_0;
		7'b0010011: control = 7'b1_0_0_1_10_0;
		7'b0110011: control = 7'b1_x_0_0_10_0;
		7'b1100011: control = 7'b0_1_x_1_01_1;
		default: control = 7'bx_x_x_x_xx_x;
		endcase
	end
endmodule

===== flow/run.sh =====
#!/bin/bash
# OpenROAD 26Q1-2900-gdf79404cd8, Yosys 0.63+post, stock flow scripts
make -C /OpenROAD-flow-scripts/flow DESIGN_CONFIG=/design/flow/config.mk WORK_HOME=/design/flow/orfs finish

==> flow_metrics.tcl <==
# implementation run metrics
set metrics [dict create \
    status "complete, no violations" \
    drive_gt1_share_pct 9.091 \
    critical_path_peak_fanout 5 \
    peakVddDrop_mv 0.009791 \
    timing.fmax_ghz 0.4367 \
    crit_slowest_cell "clkdlybuf4s50_1" \
    required_ns 1.92 \
    fin_area_um2 339.1 \
    critical-path-max-stage-delay_ns 0.44 \
    drc 0 \
    syn_to_final_growth_pct 247.4 \
    finalClockPeriodUsage_pct 95.42 \
    io_buffer_count 19 \
    grt_pass1_vias 195 \
    flops 0 \
    ys_warn_count 2 \
    finalHoldViolations 0 \
    vias 183 \
    fin_ws_ns 0.1099 \
    syn_area_um2 97.59 \
    ys_types 12 \
    finalCriticalPeriod_ns 2.290 \
    track_usage_pct 1.662 \
    gp_congestion 0.7720 \
    common_cells "2 x and4b_1, 2 x nand2_1" \
    wl_per_cell_um 7.342 \
    io_pins 40 \
    end_kind "primary output" \
    critPathTopFamily "buffers and inverters" \
    cp_data_arrival_time_ns 1.81 \
    area_leaders "and4b_1 21%, and4bb_1 13%, a31o_1 9.0%" \
    rsz0062_at_grt "false" \
    die_area_mm2 0.006400 \
    drt_iter0_drc 0 \
    setup_viol 0 \
    worst_pin_slew_ns 0.1451 \
    cp-start-kind "primary input" \
    nClkBuffers 0 \
    setup_tns_ns 0 \
    ys_cells 14 \
    synth_top_area_share_pct 20.51 \
    slew_headroom_pct 90.22 \
    design.core.area_mm2 0.003416 \
    initial_core_util_pct 2.857 \
    die_w_um 80 \
    finalMaxSlewViolations 0 \
    grt_max_degree 6 \
    final_common_cell "clkdlybuf4s50_1" \
    diodes 0 \
    wirelength_um 580 \
    startpoint "Instr[2]" \
    leakage_nw 0.1418 \
    dpl_cell_area_um2 345.3 \
    final_core_util_pct 9.927 \
    post-place-ws_ns -0.1563 \
    dr.pass1.iters 1 \
    max_cap_viol_count 0 \
    vias_per_cell 2.316 \
    n_fill_cell 400 \
    synthCells 14 \
    layout_top_cells "12 x clkdlybuf4s50_1, 7 x dlygate4sd2_1, 2 x nand2_1" \
    seqCellArea_um2 0 \
    path_depth 5 \
    gr-total-overflow 0 \
    hp-class "primary input to primary output" \
    die_h_um 80 \
    crit_path_cell_trace "clkdlybuf4s50_1 > and4bb_1 > and4b_2 > a31o_1 > dlygate4sd2_1" \
    antenna_left 0 \
    syn_avg_cell_area_um2 6.971 \
    yosysChipArea_um2 97.59 \
    yosysTopAreaCell "and4b_1" \
    cp-endpoint "ALUControl[0]" \
    antenna_found_initial 0 \
    p_per_area_mw_per_mm2 78.48 \
    ys_seq_share_pct 0 \
    rows 21 \
    hpwl_um 530.8 \
    warnings 53 \
    grt_first_pass_wirelength_um 924 \
    critPathKind "primary input to primary output" \
    worst-path-buf-inv 2 \
]
==> what timing repair did <==
item / in CTS / in global routing
gates resized: 9 / 0
buffers inserted: 0 / 0
hold buffers: 0 / 0
endpoints found under the setup margin: 7 / 0
==> worst min path at each step <==
stage	from	end	slack [ns]	cells after the start
4_1_cts	Instr[12]	ALUControl[2]	1.81	3
5_1_grt	Instr[13]	ALUControl[1]	1.86	3
6_report	Instr[12]	ALUControl[0]	1.81	4
==> cells by family after synthesis <==
kind of cell | share of synthesized area [%]
AOI/OAI and AO/OA | 14.10
and+or+nand+nor | 74.36
buffers and inverters | 11.54
==> power by group <==
part           internal [W]  total (W)  switching, W
logic             0.0000202  0.0000266    0.00000642
clock network             0          0             0
registers                 0          0             0
==> final cells by class <==
type	instances	area [um2]	area share, %
inverters	1	3.754	1.107
multi-input cells	12	88.84	26.20
well taps	46	57.56	16.97
repair buffers	20	188.9	55.72
==> routing by layer <==
layer / GRT usage [%] / wire [um]
met5: 0 / 0
met1: 1.912 / 257
met4: 0 / 0
met3: 0.7955 / 87
met2: 2.889 / 234
==> tightest hold or removal path: stages <==
cell             delay (ns)
clkdlybuf4s50_1        0.43
nand3_1                0.09
a31o_1                 0.13
dlygate4sd2_1          0.19
==> stage by stage <==
stage | power [W] | std cells | hold WS, ns
2_1_floorplan | 0.000004041 | 14 | 1.006
3_3_place_gp | 0.00002684 | 79 | 1.961
3_5_place_dp | 0.00002724 | 79 | 1.961
4_1_cts | 0.00002684 | 79 | 1.809
5_1_grt | 0.00002891 | 79 | 1.865
6_report | 0.00002661 | 79 | 1.805
Power figures rest on the tool's default switching activity, not on a simulated workload.
